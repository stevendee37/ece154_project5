**/design/flow/design.v**
```verilog
module maindec(input clk, reset,
	       input [5:0] op,
	       output PCWrite, MemWrite, IRWrite,
	       output RegWrite, ALUSrcA, Branch, IorD,
	       output MemtoReg, RegDst,
	       output [1:0] ALUSrcB, PCSrc, ALUOp);
  reg [16:0] controls;
  reg [4:0] state, nextState;
  always @(posedge clk or posedge reset) begin
    if(reset) state <= 5'b00000;
    else state <= nextState;
  end
  always@(*) begin
    case(state)
	5'b00000: nextState <= 5'b00001;			 
	5'b00001: case(op)					 
			6'b000000: nextState <= 5'b00110;		 
			6'b100011: nextState <= 5'b00010;		 
			6'b101011: nextState <= 5'b00010;		 
			6'b000100: nextState <= 5'b01000;		 
			6'b001000: nextState <= 5'b01001;		 
			6'b000010: nextState <= 5'b01011;		 
			default: nextState <= 5'bxxxxx;			 
			endcase
	5'b00010: case(op)					 
			6'b100011: nextState <= 5'b00011;		 
			6'b101011: nextState <= 5'b00101;		 
			default: nextState <= 5'bxxxxx;			 
			endcase
	5'b00011: nextState <= 5'b00100;			 
	5'b00100: nextState <= 5'b00000;			 
	5'b00101: nextState <= 5'b00000;			 
	5'b00110: nextState <= 5'b00111;			 
	5'b00111: nextState <= 5'b00000;			 
	5'b01000: nextState <= 5'b00000;			 
	5'b01001: nextState <= 5'b01010;			 
	5'b01010: nextState <= 5'b00000;			 
	5'b01011: nextState <= 5'b00000;			 
	default: nextState <= 5'b00000;			 
    endcase
  end
  assign {PCWrite, MemWrite, IRWrite, RegWrite, ALUSrcA, Branch,
	  IorD, MemtoReg, RegDst, ALUSrcB, PCSrc, ALUOp} = controls;
  always@(*) begin
    case(state)
	5'b00000: controls <= 15'b101000000010000;	 
	5'b00001: controls <= 15'b000000000110000;	 
	5'b00010: controls <= 15'b000010000100000;	 
	5'b00011: controls <= 15'b000000100000000;	 
	5'b00100: controls <= 15'b000100010000000;	 
	5'b00101: controls <= 15'b010000100000000;	 
	5'b00110: controls <= 15'b000010000000010;	 
	5'b00111: controls <= 15'b000100001000000;	 
	5'b01000: controls <= 15'b000011000000101;	 
	5'b01001: controls <= 15'b000010000100000;	 
	5'b01010: controls <= 15'b000100000000000;       
	5'b01011: controls <= 15'b100000000001000;	 
	default: controls <= 15'bxxxxxxxxxxxxxxx;	 
    endcase
  end
endmodule
module aludec(input [5:0] funct,
	      input [1:0] aluop,
	      output reg [2:0] alucontrol);
  always@(*) begin
    case(aluop)
	2'b00: alucontrol <= 3'b010;   
	2'b01: alucontrol <= 3'b110;   
	default: case(funct)
		6'b100000: alucontrol <= 3'b010;  
        	6'b100010: alucontrol <= 3'b110;  
        	6'b100100: alucontrol <= 3'b000;  
        	6'b100101: alucontrol <= 3'b001;  
        	6'b101010: alucontrol <= 3'b111;  
		default: alucontrol <= 3'bxxx;  
	endcase
    endcase
  end
endmodule
module mips(input        clk, reset,
            output [31:0] adr, writedata,
            output        memwrite,
            input [31:0] readdata);
  wire        zero, pcen, irwrite, regwrite,
               alusrca, iord, memtoreg, regdst;
  wire [1:0]  alusrcb, pcsrc;
  wire [2:0]  alucontrol;
  wire [5:0]  op, funct;
  controller c(clk, reset, op, funct, zero,
               pcen, memwrite, irwrite, regwrite,
               alusrca, iord, memtoreg, regdst, 
               alusrcb, pcsrc, alucontrol);
  datapath dp(clk, reset, 
              pcen, irwrite, regwrite,
              alusrca, iord, memtoreg, regdst,
              alusrcb, pcsrc, alucontrol,
              op, funct, zero,
              adr, writedata, readdata);
endmodule
module controller(input       clk, reset,
                  input [5:0] op, funct,
                  input       zero,
                  output       pcen, memwrite, irwrite, regwrite,
                  output       alusrca, iord, memtoreg, regdst,
                  output [1:0] alusrcb, pcsrc,
                  output [2:0] alucontrol);
  wire [1:0] aluop;
  wire branch, pcwrite;
  maindec md(clk, reset, op, pcwrite, memwrite, irwrite, regwrite, alusrca, branch, iord,
	     memtoreg, regdst, alusrcb, pcsrc, aluop);
  aludec ad(funct, aluop, alucontrol);
  assign pcen = pcwrite | (branch & zero);
endmodule
module datapath(input        clk, reset,
                input        pcen, irwrite, regwrite,
                input        alusrca, iord, memtoreg, regdst,
                input [1:0]  alusrcb, pcsrc, 
                input [2:0]  alucontrol,
                output [5:0]  op, funct,
                output        zero,
                output [31:0] adr, writedata, 
                input [31:0] readdata);
  wire [4:0] writereg;
  wire [31:0] pcnext, pc;
  wire [31:0] instr, data, srca, srcb;
  wire [31:0] a;
  wire [31:0] aluresult, aluout;
  wire [31:0] signimm;
  wire [31:0] signimmsh;
  wire [31:0] wd3, rd1, rd2;
  assign op = instr[31:26];
  assign funct = instr[5:0];
  flopenr #(32) pcreg(clk, reset, pcen, pcnext, pc);
  mux2 #(32) adrmux(pc, aluout, iord, adr);
  flopenr #(32) instrreg(clk, reset, irwrite, readdata, instr);
  flopr #(32) datareg(clk, reset, readdata, data);
  mux2 #(5) regdstmux(instr[20:16], instr[15:11], regdst, writereg);
  mux2 #(32) wdmux(aluout, data, memtoreg, wd3);
  regfile rf(clk, regwrite, instr[25:21], instr[20:16], writereg,
	     wd3, rd1, rd2);
  signext se(instr[15:0], signimm);
  sl2 immsh(signimm, signimmsh);
  flopr #(32) areg(clk, reset, rd1, a);
  flopr #(32) breg(clk, reset, rd2, writedata);
  mux2 #(32) srcamux(pc, a, alusrca, srca);
  mux4 #(32) srcbmux(writedata, 32'b100, signimm, signimmsh, alusrcb, srcb);
  ALU alu(srca, srcb, alucontrol, aluresult, zero);
  flopr #(32) alureg(clk, reset, aluresult, aluout);
  mux3 #(32) pcmux(aluresult, aluout, {pc[31:28], instr[25:0], 2'b00}, pcsrc, pcnext);
endmodule
```
**/design/flow/run.sh**
```bash
#!/bin/bash
# OpenROAD 26Q1-2900-gdf79404cd8, Yosys 0.63+post, stock flow scripts
make -C /OpenROAD-flow-scripts/flow DESIGN_CONFIG=/design/flow/config.mk WORK_HOME=/design/flow/orfs finish
```
**/design/flow/config.mk**
```make
export PLATFORM = sky130hd
export DESIGN_NAME = controller
export DESIGN_NICKNAME = controller
export VERILOG_FILES = /design/flow/design.v
export SDC_FILE = /design/flow/constraint.sdc
export NUM_CORES = 4
export LEC_CHECK = 1
export CORE_AREA = 10 10 70 70
export DIE_AREA = 0 0 80 80
```
**/design/flow/constraint.sdc**
```tcl
current_design controller

set clk_period 3.0
set clk_io_pct 0.2

create_clock -name clk0 -period $clk_period [get_ports {clk}]

set non_clock_inputs [all_inputs -no_clocks]
set_input_delay [expr $clk_period * $clk_io_pct] -clock clk0 $non_clock_inputs
set_output_delay [expr $clk_period * $clk_io_pct] -clock clk0 [all_outputs]
```
==> flow_metrics.tcl <==
# place-and-route summary
set metrics [dict create \
    status "completed" \
    gp_congestion 0.769 \
    finalCriticalPeriod_ns 2.71 \
    ir_drop_mv 0.217 \
    synth.avg_cell_area_um2 7.49 \
    timing.fmax_mhz 369 \
    cp_max_fo 3 \
    synth-edff-count 0 \
    final.period_utilization_pct 90.4 \
    post_cts_buffers 0 \
    post-place-ws_ns 0.277 \
    grt_max_degree 12 \
    cts_resized 0 \
    maxCapViolCount 0 \
    clockBufferDepth 2 \
    die_width_um 80 \
    clock_sinks 4 \
    h-tree-depth 1 \
    warnings 28 \
    drt_iter0_markers 20 \
    root_buffer "clkbuf_4" \
    maxSlewHeadroom_pct 80.2 \
    arrival_ns 2.11 \
    async_flop_share_pct 100 \
    final_area_um2 838 \
    cts_tree "done" \
    core_um2 3420 \
    final.fill_count 362 \
    ys.flops 4 \
    crit_required_ns 2.40 \
    top_area_share_pct 20.9 \
    lay_top_cells "clkdlybuf4s50_1, nand2_1, and2_1" \
    tns_ns 0 \
    max_stage_delay_ns 0.48 \
    worstSetupStartpointType "primary input" \
    fp_util_pct 14.0 \
    cp.depth 4 \
    critPathSlowestCell "or4b_1" \
    cts_made_buffers 3 \
    grt_pass1_wl_um 2460 \
    die_h_um 80 \
    rows 21 \
    reg.largest.list "md.state x4" \
    fin_ws_ns 0.287 \
    dpl-instance-area_um2 816 \
    rr_worst_depth 4 \
    drt_first_pass_iters 2 \
    powerDensity_nw_per_um2 606 \
    grt-ovfl-total 0 \
    endpoint_kind "output pin" \
    crit_top_cell "clkdlybuf4s50_1" \
    boundaryPins 30 \
    yosysTopAreaCell "dfrtp_1" \
    holdCritPathClass "in2async" \
    finalClockSkew_ns 0.00244 \
    ff_type "dfrtp_1" \
    tightest_slew_ns 0.296 \
    clk_pin_slew_ns 0.04 \
    yosys_area_um2 479 \
    rsz0062_at_grt "false" \
    leakagePower_uw 0.000340 \
    vias 556 \
    ys_cells 64 \
    layout-drive-gt1-share_pct 4.26 \
    final-hold-violation-count 0 \
    largest_register_ffs 4 \
    netlist_instances 64 \
    fin_util_pct 24.5 \
    grt_pass1_vias 559 \
    lay_top_count "clkdlybuf4s50_1" \
    wire_per_inst_um 11.1 \
    vias_per_cell 3.97 \
    yosysWarningCount 2 \
    totalWireLength_um 1550 \
    placement.io_buffers 29 \
    worstSkewPairLatency_ns 0.23 \
    cts-hold-fix-buffers 0 \
    area_growth_pct 74.9 \
    die_area_um2 6400 \
    top_register "md.state" \
    antenna_cells 0 \
    drc 0 \
    worstSetupPathType "in2out" \
    track_usage_pct 4.68 \
    fin_hold_ws_ns 0.552 \
    hpwl_um 1350 \
    top_cells_by_area "dfrtp_1, ha_1, and2_1, nand2_1, a21oi_1" \
    worstPathCellList "clkdlybuf4s50_1, nand4b_1, or4b_1, clkdlybuf4s50_1" \
    setup_violations 0 \
    antenna_found_initial 0 \
    path_delay_family "buffers and inverters" \
    syn_area_um2 479 \
    maxSlewViolCount 0 \
    cp_num_buf_inv 2 \
    synth.distinct_cells 29 \
    postRouteAntennaNets 0 \
    synth_seq_share_pct 20.9 \
]
routing by layer:
layer	global-route usage, %	routed length, um	vias up
li1	-	-	291
met1	5.14	638	245
met2	7.70	678	20
met3	3.18	232	0
met4	0.176	0	0
met5	0	0	-
synth_stat cells (2+ instances only):
| cell | count |
|---|---|
| xor2_1 | 2 |
| o21ai_0 | 4 |
| nand2_1 | 6 |
| inv_1 | 5 |
| ha_1 | 4 |
| nor3_1 | 4 |
| nor2_1 | 5 |
| and2_1 | 6 |
| o21bai_1 | 2 |
| a21oi_1 | 4 |
| dfrtp_1 | 4 |
logic make-up (layout without fill, tap and decap cells):
kind of cell / after synthesis / in the layout / share of synthesized area [%]
simple gates: 31 / 31 / 37.6
compound gates: 16 / 16 / 21.2
buf+inv: 7 / 37 / 6.27
fa+ha+maj: 4 / 4 / 10.4
flops: 4 / 4 / 20.9
xor+xnor: 2 / 2 / 3.66
worst reg2reg max path, stage by stage (launching register included):
cell      delay [ns]
dfrtp_1         0.41
inv_1           0.09
ha_1            0.24
nand2b_1        0.12
o32ai_1         0.31
final timing paths:
check	start	to	slack, ns
setup / recovery	funct[4]	alucontrol[1]	0.29
hold / removal	reset	md.state[3]	0.55
setup reg to reg	md.state[1]	md.state[2]	1.71
hold reg to reg	md.state[3]	md.state[2]	0.69
max in group asynchronous	reset	md.state[1]	2.30
min in group clk0	md.state[3]	md.state[2]	0.69
power by group:
part	switching [uW]	leakage (uW)	internal (uW)
Sequential	25.9	0.0000511	75.3
Combinational	126	0.000275	216
Clock	20.0	0.0000138	44.6
Total	172	0.000340	336
per-stage QoR:
step / std cells / total power [uW]
detailed placement: 137 / 449
CTS: 140 / 520
global route: 140 / 570
global placement: 137 / 451
floorplan: 64 / 241
finish: 140 / 508
layout make-up:
class                   instances  area (um^2)  share of cell area, %
clock buffers                   3         22.5                   2.69
inverters                       5         18.8                   2.24
flip-flops and latches          4          100                   11.9
multi-input cells              53          349                   41.6
repair buffers                 29          290                   34.6
well taps                      46         57.6                   6.87
Power figures rest on the tool's default switching activity, not on a simulated workload.
