===== flow/run.sh =====
#!/bin/bash
# OpenROAD 26Q1-2900-gdf79404cd8, Yosys 0.63+post, stock flow scripts
make -C /OpenROAD-flow-scripts/flow DESIGN_CONFIG=/design/flow/config.mk WORK_HOME=/design/flow/orfs finish

===== flow/config.mk =====
export PLATFORM = sky130hd
export DESIGN_NAME = alu
export DESIGN_NICKNAME = alu
export VERILOG_FILES = /design/flow/design.v
export SDC_FILE = /design/flow/constraint.sdc
export NUM_CORES = 4
export LEC_CHECK = 1
export CORE_UTILIZATION = 50

===== flow/constraint.sdc =====
current_design alu

set clk_period 19.1
set clk_io_pct 0.2

create_clock -name clk0 -period $clk_period

set non_clock_inputs [all_inputs -no_clocks]
set_input_delay [expr $clk_period * $clk_io_pct] -clock clk0 $non_clock_inputs
set_output_delay [expr $clk_period * $clk_io_pct] -clock clk0 [all_outputs]

===== flow/design.v =====
module alu (input [31:0] a, b, input [2:0] f, output reg [31:0] y, output zero) ;
  wire [31:0] BB ;
  wire [31:0] S ;
  wire   cout ;
  assign BB = (f[2]) ? ~b : b ;
  assign {cout, S} = f[2] + a + BB ;
  always @ * begin
   case (f[1:0]) 
    2'b00 : y <= a & BB ;
    2'b01 : y <= a | BB ;
    2'b10 : y <= S ;
    2'b11 : y <= {31'd0, S[31]};
   endcase
  end 
  assign zero = (y == 0) ;
 endmodule

==> qor.csv <==
metric;value;unit
status;completed;
vias in the first global route;3351;
min Tclk post-route;12.19;ns
drt wl/cell;14.9;µm
PwrDens;38.3;nW/µm²
Area Growth Syn to Fin;32.6;%
most used cell, CP;clkdlybuf4s50_1;
Seq share, synth;0;%
met3 GRT Util;3.57;%
Post-DP Area;4270;µm²
die width;82.3;µm
Critical-path top delay cell;clkdlybuf4s50_1;
GRT met1 Usage;41.8;%
Boundary Pins;100;
CP Depth;12;
Post-Route WL;9.56;mm
max cap viols;0;
grt ovf;0;
fp util;53.1;%
Antenna Cells;0;
first-pass GRT wire length;15.6;mm
vias per inst;5.55;
core box area;6060;µm²
Resized cells post-CTS;0;
Crit path max-delay family;simple AND/OR/NAND/NOR gates;
worst setup path startpoint;f[0];
Unique cell types;57;
final instance area;4270;µm²
Post-Place Worst Slack;6.87;ns
TNS Setup;0;ns
RSZ-0062 raised after global routing;no;
via count;3560;
flop count;0;
top logic cell by instance count in the layout;clkdlybuf4s50_1;
DRC viols;0;
Rows;28;
Critical Path Fanout Max;21;
Critical Path Sink;zero;
Log Warnings;65;
crit-path cells;clkdlybuf4s50_1 -> inv_1 -> nand2_1 -> o21ai_0 -> nand4bb_1 -> or4_1 -> nor4_1 -> and4_1 -> nand4b_1 -> nor3_1 -> nor4b_2 -> clkdlybuf4s50_1;
final worst setup slack;6.91;ns
Hold WC Path Type;in -> out;
Die H;82.3;µm
Fmax;82.1;MHz
total track usage;29.7;%
number of antenna violations at the first check in global routing;0;
Netlist Area Pre-Place;3220;µm²
clk_buf instances;0;
worst path arrival time;8.37;ns
Worst IR Drop VDD;0.0000271;V
post-synth area from yosys stat;3220;µm²
cycle use final;63.8;%
antenna viol nets, final;0;
number of buffers added on ports;100;
Crit Path Class;in -> out;
chip area;6770;µm²
GR peak layer;met2;
max_slew headroom;45.9;%
Top Layout Cells;clkdlybuf4s50_1 (99), inv_1 (75), ha_1 (64), a21oi_1 (48), xor2_1 (42);
final RePlAce weighted congestion;0.955;
CTS Hold Bufs;0;
Slew Viols, Final;0;
CP bufs+invs;3;
Final Util;70.5;%
pin count of the biggest net entering global routing;35;
Synth Warn #;1;
drt pass-1 iters;5;
# Cells Yosys;481;
Fin. Hold Viols;0;
layout cell share with drive strength beyond 1;2.47;%
Synth Area per Inst;6.70;µm²
setup bufs post-CTS;0;
GR Util met2;49.7;%
DP HPWL;7.97;mm
Mapped Cells;481;
CP startpoint kind;input port;
crit path DRT;15.28;ns
leak pwr;0.00207;µW
Placed Cells;642;
CP peak stage delay;0.97;ns
Reg area;0;µm²
Least-Margin Pin Slew;0.809;ns
initial drt markers;125;
final setup fails;0;
post-route insts no fill;642;
Setup crit end kind;output port;
-- final cells by class --
| type | instances | area, µm² |
|---|---|---|
| timing repair buffer | 104 | 1030 |
| multi-input combinational | 388 | 2870 |
| tap | 75 | 93.8 |
| inverter | 75 | 282 |
| fill | 460 | 1790 |
-- cell usage after synthesis (5+ instances only) --
cell type / count / area share (%)
nor3_1: 5 / 0.78
a211oi_1: 5 / 1.2
o21bai_1: 5 / 1.2
and3_1: 5 / 0.97
a21o_1: 10 / 2.3
xor2_1: 42 / 11
o21ai_0: 27 / 4.2
clkbuf_1: 10 / 1.2
o211ai_1: 5 / 1.2
nand4_1: 6 / 1.2
mux2i_1: 6 / 1.9
nand2_1: 33 / 3.8
inv_1: 75 / 8.7
a21oi_1: 48 / 7.5
ha_1: 64 / 25
o21ai_1: 10 / 1.6
o22ai_1: 13 / 2.5
buf_1: 6 / 0.70
a31oi_1: 7 / 1.4
nor2_1: 35 / 4.1
nand3_1: 5 / 0.78
xnor2_1: 18 / 4.9
-- per-stage QoR --
step / hold slack (ns) / power (µW)
after detailed placement: 8.79 / 162
after CTS: 8.80 / 163
final: 8.79 / 163
after global placement: 8.79 / 160
after global routing: 8.84 / 182
after floorplan: 7.85 / 101
-- power by group --
part	switching, µW	internal (µW)
combinational	83.7	79.6
sequential	0	0
clock	0	0
-- routing by layer --
layer	up-vias	wire, µm
li1	1842	-
met3	4	648
met4	0	29
met5	-	0
met1	1588	4480
met2	126	4400
-- kinds of logic (layout without fill, tap and decap cells) --
logic type,Yosys count,after routing,share of synthesized area (%)
adder cells (fa/ha/maj),65,65,25.5
buffers and inverters,93,179,10.9
XOR/XNOR,60,60,16.3
multiplexers,7,7,2.21
AND/OR/NAND/NOR,106,106,15.8
AND-OR/OR-AND,150,150,29.3
-- how the worst min path moves through the flow --
| stage | from | cells after the start | to |
|---|---|---|---|
| global route | a[21] | 5 | y[21] |
| finish | a[21] | 5 | y[21] |
| CTS | a[21] | 5 | y[21] |
-- tightest hold or removal path: stages --
cell	delay [ns]
clkdlybuf4s50_1	0.43
inv_1	0.07
ha_1	0.16
o22ai_1	0.09
clkdlybuf4s50_1	0.40
Power figures rest on the tool's default switching activity, not on a simulated workload.
